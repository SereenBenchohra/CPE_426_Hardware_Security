`flow/run.sh`:
```
#!/bin/bash
# OpenROAD 26Q1-2900-gdf79404cd8, Yosys 0.63+post, stock flow scripts
make -C /OpenROAD-flow-scripts/flow DESIGN_CONFIG=/design/flow/config.mk WORK_HOME=/design/flow/orfs finish
```
`flow/config.mk`:
```
export PLATFORM = sky130hd
export DESIGN_NAME = mux_2_1
export DESIGN_NICKNAME = mux_2_1
export VERILOG_FILES = /design/flow/design.v
export SDC_FILE = /design/flow/constraint.sdc
export NUM_CORES = 4
export LEC_CHECK = 1
export CORE_AREA = 10 10 70 70
export DIE_AREA = 0 0 80 80
```
`flow/constraint.sdc`:
```
current_design mux_2_1

set clk_period 1.0
set clk_io_pct 0.2

create_clock -name clk0 -period $clk_period

set non_clock_inputs [all_inputs -no_clocks]
set_input_delay [expr $clk_period * $clk_io_pct] -clock clk0 $non_clock_inputs
set_output_delay [expr $clk_period * $clk_io_pct] -clock clk0 [all_outputs]
```
`flow/design.v`:
```
`timescale 1ns / 1ps
module mux_2_1(
    input sel,
    output reg [15:0] out,
    input [15:0] d0,
    input [15:0] d1);
    always @ (*) begin
      case(sel)
          1'b0 : out <= d0;
          1'b1 : out <= d1;
      endcase
    end
endmodule
```
==> metrics.log <==
[flow] collecting metrics
[metrics] WP buf/inv: 3
[metrics] global routing met2 resource utilization: 0.0449
[metrics] crit path cell chain: buf_12 -> buf_12 -> mux2_4 -> buf_6
[metrics] standard cell core area: 0.00342 mm2
[metrics] antenna violations before repair: 0
[metrics] layout clock buffer count: 0
[metrics] kind of end point of the critical path: primary output
[metrics] worst slack at placement: -853 ps
[metrics] antenna-violating nets left: 0
[metrics] slowest cell on the critical path: mux2_4
[metrics] length of the first detailed-routing pass in iterations: 2
[metrics] Total Routed Length: 1.41 mm
[metrics] Post-DP HPWL: 1.22 mm
[metrics] fraction of final layout cells with drive strength greater than 1: 0.522
[metrics] leak pwr: 0.417 nW
[metrics] Post-Route Setup TNS: -817 ps
[metrics] RSZ-0062 raised after global routing: true
[metrics] FILL cells: 374
[metrics] minimum clock period after layout: 1060 ps
[metrics] Critical Path Start: sel
[metrics] worst setup margin: -56.4 ps
[metrics] pre-placement core utilization: 0.0729
[metrics] most repeated library cell on the critical path: buf_12
[metrics] worst setup path endpoint: out[14]
[metrics] Final Max-Slew Violation Tally: 0
[metrics] Power Density: 379 mW/mm2
[metrics] tool warning count: 34
[metrics] final routed wire length divided by cell count: 12.4 um
[metrics] final core area utilization: 0.233
[metrics] Critical Path Start Type: input pin
[metrics] final hold violation count: 0
[metrics] number of violations reported at the end of detailed-routing iteration 0: 2
[metrics] overall power: 301 uW
[metrics] logic depth of the worst setup path including buffers: 4
[metrics] sequential element share of the synthesized area: 0
[metrics] total cell area reported by yosys after synthesis: 249 um2
[metrics] Worst Tran Pin Value: 71.0 ps
[metrics] count of unique library cells instantiated by Yosys: 4
[metrics] maximum number of pins on one net before global-route repair: 9
[metrics] vias in the first global route: 430
[metrics] die area: 0.00640 mm2
[metrics] area of all sequential standard cells: 0 um2
[metrics] total congestion overflow: 0
[metrics] cell total in the yosys stat output: 18
[metrics] path type of the worst setup path: input pin to primary output
[metrics] Max Fclk: 0.947 GHz
[metrics] cts hold-fix bufs: 0
[metrics] antenna cells: 0
[metrics] most frequent logic cell in the layout: dlygate4sd2_1
[metrics] aggregate global-route resource usage: 0.0420
[metrics] Placed Instances: 112
[metrics] Hold Crit Class: input pin to primary output
[metrics] maximum fanout along the worst path: 8
[metrics] total vias in the final route: 359
[metrics] data required time of the worst path: 800 ps
[metrics] Final Non-Filler Cells: 113
[metrics] total number of sequential cells: 0
[metrics] final setup violating endpoints: 16
[metrics] area growth from synthesis to layout: 219%
[metrics] Largest delay share family, worst path: buffers and inverters
[metrics] fraction of met1 tracks used by global routing: 0.0639
[metrics] drc violations: 0
[metrics] Mapped Area: 249 um2
[metrics] number of max-cap violations: 0
[metrics] chip height: 80 um
[metrics] post-CTS setup buffer count: 0
[metrics] first-pass GRT wire length: 2.19 mm
[metrics] Placer Congestion: 0.815
[metrics] port buffer count: 49
[metrics] commonest cells after routing, fill and taps aside: dlygate4sd2_1, mux2_4, buf_6
[metrics] instance area after placement: 786 um2
[metrics] horizontal die dimension: 80 um
[metrics] number of ports placed on the die boundary: 49
[metrics] startpoint of the most critical hold path: d0[5]
[metrics] arrival time at the worst endpoint: 860 ps
[metrics] Synth Area per Inst: 13.8 um2
[metrics] Row Count: 21
[metrics] failing checks: negative setup slack
[metrics] peak supply drop: 151 uV
[metrics] slew margin rel.: 0.953
[metrics] routing layer with the top usage in global route: met1
[metrics] Design Area, Final: 795 um2
[metrics] Critical Path Max Stage Delay: 300 ps
[metrics] fraction of met3 tracks used by global routing: 0.0330
[metrics] Syn Inst Count: 18
[metrics] post-route clock period utilization: 1.06
[metrics] number of warning messages in the yosys log: 1
[metrics] result of the run: complete, but fails checks
[metrics] number of vias per cell: 3.18
[metrics] Min Hold Slack: 794 ps
==> how the worst min path moves through the flow <==
stage / cells after the start / to / slack (ps)
final: 3 / out[5] / 790
after CTS: 3 / out[9] / 800
after global routing: 3 / out[12] / 810
==> routing by layer <==
metal	vias up	part of all wire
li1	167	-
met2	49	0.24
met3	0	0.23
met1	143	0.53
met4	0	0
met5	-	0
==> where the power goes <==
| part | internal, mW | total, mW | leakage [nW] | switching [mW] |
|---|---|---|---|---|
| sequential | 0 | 0 | 0 | 0 |
| clock | 0 | 0 | 0 | 0 |
| combinational | 0.234 | 0.301 | 0.417 | 0.0674 |
==> cells in the mapped netlist <==
library cell / number / area share
mux2_2: 6 / 0.27
buf_6: 1 / 0.045
buf_12: 1 / 0.080
mux2_4: 10 / 0.60
==> kinds of logic (layout without fill, tap and decap cells) <==
family,count (synthesis),count (layout),synth area share
buffers and inverters,2,51,0.126
muxes,16,16,0.874
==> worst min-delay path, stage by stage <==
cell	delay (ps)
dlygate4sd2_1	190
mux2_4	120
buf_2	80
==> area by class of cell <==
cell class	instances	area, um2	share of cell area
timing repair buffer	51	497	0.625
multi-input combinational	16	240	0.302
tap	46	57.6	0.0724
==> timing repair <==
item | 4_1_cts | 5_1_grt
setup endpoints to repair | 16 | 16
gates cloned | 1 | 0
endpoints found under the hold margin | 0 | 0
resized | 102 | 5
Power figures rest on the tool's default switching activity, not on a simulated workload.
