===== ./config.mk =====
export PLATFORM = sky130hd
export DESIGN_NAME = mux_4_1
export DESIGN_NICKNAME = mux_4_1
export VERILOG_FILES = /design/flow/design.v
export SDC_FILE = /design/flow/constraint.sdc
export NUM_CORES = 4
export LEC_CHECK = 1
export CORE_AREA = 10 10 70 70
export DIE_AREA = 0 0 80 80

===== ./constraint.sdc =====
current_design mux_4_1

set clk_period 1.0
set clk_io_pct 0.2

create_clock -name clk0 -period $clk_period

set non_clock_inputs [all_inputs -no_clocks]
set_input_delay [expr $clk_period * $clk_io_pct] -clock clk0 $non_clock_inputs
set_output_delay [expr $clk_period * $clk_io_pct] -clock clk0 [all_outputs]

===== ./design.v =====
`timescale 1ns / 1ps
module mux_4_1(
    input [1:0] sel,
    output reg [15:0] out,
    input [15:0] d0,
    input [15:0] d1,
    input [15:0] d2,
    input [15:0] d3);
    always @ (*) begin
      case(sel)
          2'b00 : out <= d0;
          2'b01 : out <= d1;
          2'b10 : out <= d2;
          2'b11 : out <= d3;
      endcase
    end
endmodule

===== ./run.sh =====
#!/bin/bash
# OpenROAD 26Q1-2900-gdf79404cd8, Yosys 0.63+post, stock flow scripts
make -C /OpenROAD-flow-scripts/flow DESIGN_CONFIG=/design/flow/config.mk WORK_HOME=/design/flow/orfs finish

==> results.yml <==
# implementation run metrics
hold_path:
  holdCritPathClass: "in2out"
  min_from: "d1[10]"
  min_path_cells: 3
sta:
  timing.fmax_mhz: 802.1
  slew_viol_final: 0
  slew-limit-headroom_pct: 92.44
  fin_hold_ws_ns: 0.8846
  finalCritPeriodShare_pct: 124.7
  layout_setup_ws_ns: -0.2467
  period_minus_slack_ns: 1.247
  hold_viol: 0
  rsz0062_at_grt: "yes"
  finalSetupTns_ns: -3.778
  tightest_slew_ns: 0.1135
  setup_violations: 16
worst_setup_path:
  critical_path_arrival_ns: 1.05
  path_cells: "buf_12, buf_12, mux4_2, buf_2"
  criticalPathCategory: "in2out"
  setup.worst_path.end_class: "primary output"
  slowest_stage: "mux4_2"
  crit_top_cell: "buf_12"
  critical_path.max_fanout: 8
  cpPeakStageDelay_ns: 0.49
  critPathRequiredTime_ns: 0.80
  startpoint: "sel[0]"
  crit_path_start_kind: "primary input"
synthesis:
  mux_share_pct: 90.27
  synthAoiAreaFrac_pct: 0
  ys_area_um2: 424.2
  yosysWarnings: 1
  synth_seq_share_pct: 0
  syn_inst: 20
  avgSynthCellArea_um2: 21.21
  ys_cells: 20
  xor_area_share_pct: 0
  synth.distinct_cells: 5
  adder_share_pct: 0
  top_logic_kind: "multiplexers"
  simple_gate_share_pct: 0
  syn_area_um2: 424.2
clock_tree:
  postCtsHoldBufs: 0
  postCtsSetupRepairBufs: 0
cells_and_area:
  ff_count: 0
  fin_cells: 148
  flop_area_um2: 0
  final_area_mm2: 0.001159
  nClkBuffers: 0
  fillers: 377
  drive_gt1_share_pct: 36.27
  area_delta_synth_final_pct: 173.2
drt:
  diodes: 0
  vias: 599
  vias_per_cell: 4.047
  ant_nets: 0
  drtPass1Iterations: 2
  drt_iter0_drc: 2
  totalWireLength_mm: 2.734
  wl_per_cell_um: 18.47
  drc_errors: 0
power_and_ir_drop:
  clockPowerShare_pct: 0
  power_per_cell_area_mw_per_mm2: 346.2
  p_sw_uw: 97.86
  swShare_pct: 24.39
  pwr-share-comb_pct: 100.0
  peakVddDrop_mv: 0.1010
  p_leak_nw: 0.5497
  p_int_uw: 303.3
  p_seq_share_pct: 0
grt:
  grt_pass1_vias: 793
  antenna_found_initial: 0
  grt_max_degree: 9
  grt_pass1_wl_mm: 4.174
  grtUsageTotal_pct: 8.272
  grt_overflow_total: 0
floorplanning:
  design.portCount: 82
  num_rows: 21
  fp.dieH_um: 80
  die_x_um: 80
  initCoreUtil_pct: 12.42
  dieArea_mm2: 0.006400
  core-area_mm2: 0.003416
placement:
  gp_congestion: 0.8038
  port_buffers: 82
  dp_hpwl_mm: 2.415
  placed_cell_area_mm2: 0.001296
  place_inst: 147
  dpl_worst_slack_ns: -1.115
status:
  violations: "setup timing"
  status: "finished with violations"
job:
  cap_violations: 0
  warnings: 35
## cell families after synthesis
logic type	count (synthesis)
mux	16
buf+inv	4
## layer usage
layer,vias to the layer above,global-route usage (%),wire length (um)
li1,268,-,-
met4,0,0,0
met5,-,0,0
met2,65,13.24,1108
met1,266,9.727,1151
met3,0,5.341,473
## critical path: cells and delay by family
kind	cells	cell delay [ns]
buf+inv	3	0.35
mux	1	0.49
## synthesized netlist by cell type
library cell	n	share of area [%]
buf_2	2	2.4
mux4_2	10	53
mux4_1	6	37
buf_12	1	4.7
buf_6	1	2.7
## layout make-up
type / instances / area [um2] / share of cell area [%]
multi-input cells: 16 / 360.3 / 31.10
well taps: 46 / 57.56 / 4.968
repair buffers: 86 / 740.7 / 63.93
## metrics by stage
step                power (mW)  util, %
finish                  0.4012    33.92
global route            0.4421    33.92
CTS                     0.4129    33.88
detailed placement      0.5360    37.95
global placement        0.5350    37.95
floorplan               0.1390        -
## power by group through the flow
stage	registers, mW	logic (mW)	clock network, mW
after global routing	0	0.442	0
final	0	0.401	0
after CTS	0	0.413	0
## timing repair
action,CTS,global route
gates cloned,1,0
hold endpoints to repair,0,0
resized,131,1
setup endpoints to repair,16,16
## worst paths after layout
kind and end:
max out[0], min out[10]
## cells in the final DEF, fill, tap and decap left out
cell              n
dlygate4sd2_1    64
buf_12            2
clkdlybuf4s15_1   1
buf_2            16
buf_6             2
buf_16            1
mux4_2           16
Power figures rest on the tool's default switching activity, not on a simulated workload.
