[/design/flow/config.mk]
export PLATFORM = sky130hd
export DESIGN_NAME = reg_file
export DESIGN_NICKNAME = reg_file
export VERILOG_FILES = /design/flow/design.v
export SDC_FILE = /design/flow/constraint.sdc
export NUM_CORES = 4
export LEC_CHECK = 1
export CORE_UTILIZATION = 40
[/design/flow/constraint.sdc]
current_design reg_file

set clk_period 3.1
set clk_io_pct 0.2

create_clock -name clk0 -period $clk_period [get_ports {CLK}]

set non_clock_inputs [all_inputs -no_clocks]
set_input_delay [expr $clk_period * $clk_io_pct] -clock clk0 $non_clock_inputs
set_output_delay [expr $clk_period * $clk_io_pct] -clock clk0 [all_outputs]
[/design/flow/design.v]
`timescale 1ns / 1ps
module reg_file(
  input [3:0] RF_ADR1, RF_ADR2, RF_WA,
  input RF_EN, CLK,
  input [11:0] RF_WD,
  input [11:0] U_ID,
  output logic [15:0] RF_RS1, RF_RS2,
  output logic [11:0] RF_UID_OUT);
  logic [15:0] register [0:15];
  initial begin
    int i;  
      for (i=0; i < 16; i++) begin
        register[i] = 0;
      end
    end
    always_ff@(posedge CLK)
      begin
          if (RF_EN == 1 && RF_WA != 0)
            if (RF_WA < 13) 
              register[RF_WA] <= RF_WD;
            else if (U_ID[11])
              register[RF_WA] <= RF_WD;
      end 
    always @ (RF_ADR1, RF_ADR2)
      begin
        if (U_ID[11] || (RF_ADR1 < 13 && RF_ADR2 < 13)) begin
          RF_RS1 <= register[RF_ADR1];
          RF_RS2 <= register[RF_ADR2]; end
        else if (RF_ADR1 > 12 && RF_ADR2 < 13) begin
          RF_RS1 <= register[0];
          RF_RS2 <= register[RF_ADR2]; end
        else if (RF_ADR2 > 12 && RF_ADR1 < 13) begin
          RF_RS1 <= register[RF_ADR1];
          RF_RS2 <= register[0]; end
        else begin
          RF_RS1 <= register[0];
          RF_RS2 <= register[0]; end
      end
    assign RF_UID_OUT = register[1];
endmodule
[/design/flow/run.sh]
#!/bin/bash
# OpenROAD 26Q1-2900-gdf79404cd8, Yosys 0.63+post, stock flow scripts
make -C /OpenROAD-flow-scripts/flow DESIGN_CONFIG=/design/flow/config.mk WORK_HOME=/design/flow/orfs finish
==> flow_summary.toml <==
# flow metrics
[worst_setup_path]
critPathArrivalTime_ps = 2420
startpoint = "RF_ADR1[0]"
cp_max_fo = 4
path_class = "input port to output pin"
cp-start-kind = "input port"
crit_path_end_kind = "output pin"
cp.required_ps = 2480

[sta]
setup_viol = 0
min_period_ps = 3040
worstMarginPinSlew_ps = 586
tns_ps = 0
hold_viol = 0
fmax_mhz = 329
timing.slew.headroom_pct = 60.8
drv_slew = 0
period_used_pct = 98.0

[layout]
fill_cells = 1808
top_regs = "register: 192 flops"
final_cell_area_mm2 = 0.0115
largest_reg_flops = 192
areaGrowthSynthToFinish_pct = 25.3
layout-drive-gt1-share_pct = 34.8
largest-register = "register"

[synth]
yosys-top-cells-area = "edfxtp_1, mux4_2, mux2i_1"
mappedNetlistArea_mm2 = 0.00916
postSynthSeqShare_pct = 62.9
top_area_cell = "edfxtp_1"
yosysUniqueCellTypes = 34
top_cell_area_share_pct = 62.9
edf_count = 192
ys_top_cells_by_count = "edfxtp_1, mux4_2, mux2i_1, nor2_1, buf_2"
yosys-stat-cells = 490
avgSynthCellArea_um2 = 18.7
synth-main-ff-cell = "edfxtp_1"
ys_ff = 192
synthCells = 490
ys_area_mm2 = 0.00916
yosys_warnings = 1
top_cell = "edfxtp_1"
synthArstFlopShare_pct = 0

[grt]
grt_max_degree = 34
grt_overflow = 0
grt_pass1_wl_um = 35900
grtUsageTotal_pct = 23.4
grt_pass1_vias = 6017
antenna_found_initial = 1

[routing]
remaining_drc_errors = 0
drt-vias-per-instance = 5.83
routedWlPerCell_um = 25.6
num_antenna_cells = 0
ant_nets = 0
dr.pass1.iters = 6
vias = 5451
wl_um = 23900
drt-initial-drc-count = 300

[floorplan]
core-area_mm2 = 0.0226
row_count = 55
die_area_mm2 = 0.0235
die_y_um = 153
ios = 82
fp.dieW_um = 153
initial_core_util_pct = 40.6

[place]
placed_area_mm2 = 0.0106
io_buffers = 62
place_congestion = 0.849
hpwl_um = 16600

[clock_tree]
path_clk_slew_ps = 60
cts_buffer_depth = 2
cts-root-buf = "clkbuf_16"
cts_tree = "done"
htree_levels = 4
cts_made_buffers = 17
cts.sinks = 192

[power_and_ir_drop]
powerDensity_mw_per_mm2 = 506
vdd_drop_max_uv = 371
power_leakage_nw = 3.88

[run]
tool_warnings = 36
maxCapViolCount = 0

[hold_path]
min_path_type = "input port to flop"
min-delay-start = "RF_WD[1]"

[outcome]
status = "finished, final reports clean"
## cells by family (layout without fill, tap and decap cells)
group	count (synthesis)	after routing	synth area share, %
flip-flops	192	192	62.9
buffers and inverters	45	186	3.47
multiplexers	123	123	25.1
AND-OR/OR-AND	67	67	5.35
AND/OR/NAND/NOR	62	62	3.11
other	1	20	0.0409
## critical path, stage by stage
cell	delay, ps
clkbuf_4	160
buf_4	170
mux4_2	540
nor2b_1	150
o32a_1	330
clkdlybuf4s50_1	430
## final timing paths
path / end / slack [ps] / cells after the start
hold / removal: register[3][1] / 1100 / 1
setup / recovery: RF_RS1[4] / 60 / 6
## through the flow
stage / power [W] / util [%] / setup WS, ps / hold WS [ps] / instances
after floorplan: 0.00333 / - / 726 / 719 / 509
after CTS: 0.00583 / 50.1 / 3.67 / 1100 / 926
final: 0.00581 / 50.8 / 62.8 / 1100 / 935
after detailed placement: 0.00364 / 47.0 / -282 / 1430 / 887
after global placement: 0.00364 / 47.0 / -306 / 1430 / 887
after global routing: 0.00599 / 50.8 / -1.49 / 1150 / 935
## per-layer routing
layer | GRT usage [%] | share of wire (%) | vias up
met5 | 2.07 | 0.25 | -
met4 | 4.81 | 2.2 | 4
met2 | 36.7 | 51 | 327
met1 | 28.9 | 34 | 2720
met3 | 14.0 | 12 | 35
li1 | - | - | 2365
## area by class of cell
class / instances / area, um^2 / share of cell area, %
timing repair buffer: 154 / 1520 / 13.3
clock inverter: 15 / 168 / 1.46
sequential: 192 / 5770 / 50.2
clock buffer: 17 / 425 / 3.71
tap: 285 / 357 / 3.11
multi-input combinational: 272 / 3240 / 28.2
## where the power goes
part | total (W) | internal (W) | switching (W)
clock network | 0.00219 | 0.00126 | 0.000923
registers | 0.00295 | 0.00292 | 0.0000321
logic | 0.000671 | 0.000371 | 0.000300
## cell usage in the layout, fill, tap and decap left out, types with 5 or more instances in the layout
cell type,instances
mux4_2,80
buf_4,73
mux2i_1,38
edfxtp_1,192
nor2b_1,5
clkdlybuf4s50_1,51
nor2_1,25
a22oi_1,11
clkbuf_16,17
o22ai_1,6
buf_12,17
a21oi_1,7
a211oi_1,6
conb_1,20
a32oi_1,9
o211ai_1,12
nand2_1,14
## what timing repair did
item / 4_1_cts / 5_1_grt
hold buffers: 0 / 0
endpoints found under the setup margin: 24 / 21
gates cloned: 0 / 0
setup buffers: 7 / 9
resized: 12 / 18
pin swaps: 3 / 3
Power and IR drop assume default switching activity.
